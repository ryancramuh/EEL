### /design/flow/run.sh
#!/bin/bash
# OpenROAD 26Q1-2900-gdf79404cd8, Yosys 0.63+post, stock flow scripts
make -C /OpenROAD-flow-scripts/flow DESIGN_CONFIG=/design/flow/config.mk WORK_HOME=/design/flow/orfs finish
### /design/flow/config.mk
export PLATFORM = sky130hd
export DESIGN_NAME = MUX8T1
export DESIGN_NICKNAME = MUX8T1
export VERILOG_FILES = /design/flow/design.v
export SDC_FILE = /design/flow/constraint.sdc
export NUM_CORES = 4
export LEC_CHECK = 1
export CORE_AREA = 10 10 120 120
export DIE_AREA = 0 0 130 130
### /design/flow/constraint.sdc
current_design MUX8T1

set clk_period 5.8
set clk_io_pct 0.2

create_clock -name clk0 -period $clk_period

set non_clock_inputs [all_inputs -no_clocks]
set_input_delay [expr $clk_period * $clk_io_pct] -clock clk0 $non_clock_inputs
set_output_delay [expr $clk_period * $clk_io_pct] -clock clk0 [all_outputs]
### /design/flow/design.v
`timescale 1ns/1ps
module MUX8T1 #(parameter n = 32)
(
	input [2:0] SEL,
	input [n-1:0] D0,
	input [n-1:0] D1,
	input [n-1:0] D2,
	input [n-1:0] D3,
	input [n-1:0] D4,
	input [n-1:0] D5,
	input [n-1:0] D6,
	input [n-1:0] D7,	
	output logic [n-1:0] DOUT
);
	always_comb begin
		case(SEL)
			3'b000: DOUT = D0;
			3'b001: DOUT = D1;
			3'b010: DOUT = D2;
			3'b011: DOUT = D3;
			3'b100: DOUT = D4;
			3'b101: DOUT = D5;
			3'b110: DOUT = D6;
			3'b111: DOUT = D7;
			default: DOUT = D0;
		endcase
	end
endmodule 
==> results.py <==
# Synthesis and PnR figures
metrics = {
    "power": {
        "p_leak_nw": 1.85,
        "clockPowerShare_pct": 0,
        "switching_share_pct": 28.6,
        "power.share.sequential_pct": 0,
        "p_int_mw": 0.266,
        "power_density_mw_per_mm2": 72.3,
        "netSwitchingPower_mw": 0.107,
        "comb_power_share_pct": 100.0,
        "vdd_drop_max_v": 0.0000272,
    },
    "final_layout": {
        "final_cell_count_no_fill": 713,
        "drive_above_1_share_pct": 12.2,
        "area_delta_synth_final_pct": 130,
        "logic_area_sq_mm": 0.00201,
        "fill_cells": 1208,
        "ff_count": 0,
        "clock_buffers": 0,
        "regArea_sq_um": 0,
        "fin_area_sq_mm": 0.00516,
    },
    "placed_design": {
        "place_area_sq_mm": 0.00516,
        "gp_congestion": 0.859,
        "dpl.cell_count": 712,
        "dp_hpwl_um": 12000,
        "dp_slack_ns": 1.23,
        "io_buffers": 291,
    },
    "floorplan": {
        "pin_count": 291,
        "rows": 40,
        "die_h_um": 130,
        "coreArea_sq_mm": 0.0119,
        "die_area_sq_mm": 0.0169,
        "die_w_um": 130,
        "initCoreUtil_pct": 18.8,
    },
    "cts": {
        "cts_setup_buffers": 0,
        "cts_resized": 0,
        "hold_buffers": 0,
    },
    "synth": {
        "ys_warn_count": 1,
        "ys_cells": 306,
        "synth_cell_type_count": 29,
        "top_area_cell": "a22oi_1",
        "top_area_share_pct": 17.7,
        "ys_area_sq_mm": 0.00224,
        "yosysMostFrequentCell": "a22oi_1",
        "synthesis.area_sq_mm": 0.00224,
        "yosys.stat.seqShare_pct": 0,
        "ys_top_cells_by_area": "a22oi_1, mux2_2, a21bo_2, nand2b_1, o211ai_1",
        "netlist_instances": 306,
        "top_cells_by_count": "a22oi_1, nand2b_1, nor2_1, mux2_2, a31oi_1",
        "avgSynthCellArea_sq_um": 7.34,
    },
    "sta": {
        "finalSetupViolCount": 0,
        "slew_headroom_pct": 48.7,
        "min_period_over_period_pct": 78.3,
        "min_period_ns": 4.54,
        "fmax_mhz": 220,
        "rsz0062_at_grt": "no",
        "tightestPinTransition_ns": 0.769,
        "tns_ns": 0,
        "final-hold-violation-count": 0,
        "fin_ws_ns": 1.26,
        "slew_violations": 0,
    },
    "worst_setup_path": {
        "path_class": "in2out",
        "path_cells": "buf_4 -> and3b_1 -> buf_4 -> a22oi_1 -> a31oi_1 -> clkdlybuf4s50_1",
        "worst_path_most_repeated_cell": "buf_4",
        "crit_buf_inv": 3,
        "required_ns": 4.64,
        "critPathSlowestCell": "and3b_1",
        "cp.arrival_ns": 3.38,
        "cp_slowest_stage_delay_ns": 0.62,
        "crit_fanout": 56,
        "critPathTopFamily": "buffers and inverters",
        "startpoint_type": "input port",
        "worst_setup_path_end_kind": "output pin",
    },
    "grt": {
        "grt_pass1_vias": 3620,
        "grtUsageTotal_pct": 15.9,
        "grt_pass1_wl_um": 21100,
        "busiest_layer": "met2",
        "met2_usage_pct": 28.4,
        "grt_use_met3_pct": 6.42,
        "antenna_found_initial": 1,
        "grt_overflow_total": 0,
        "grt_use_met1_pct": 18.2,
        "grt_max_degree": 69,
    },
    "worst_hold_path": {
        "hp-class": "in2out",
    },
    "job": {
        "warnings": 32,
        "max-cap-violations": 0,
    },
    "routing": {
        "via_per_inst": 4.97,
        "drtAntennaViolNets": 0,
        "drcViolationCount": 0,
        "dr.pass1.iters": 5,
        "wl_um": 14500,
        "drtIter0Drc": 170,
        "wl_per_cell_um": 20.4,
        "vias": 3541,
    },
    "outcome": {
        "outcome": "completed",
    },
}
[per-stage QoR]
stage / hold WS (ns) / total power [mW] / utilization, %
after global placement: 3.26 / 0.375 / 43.3
final: 3.23 / 0.373 / 43.3
after floorplan: 2.40 / 0.124 / -
after detailed placement: 3.24 / 0.376 / 43.3
after CTS: 3.25 / 0.378 / 43.3
after global routing: 3.30 / 0.405 / 43.3
[cell families (layout without fill, tap and decap cells)]
family	count (synthesis)	count (layout)	synth area share, %
AND/OR/NAND/NOR	82	82	19.6
buffers and inverters	42	301	10.8
multiplexers	37	37	19.7
other	0	1	0
AND-OR/OR-AND	145	145	49.9
[worst min-delay path, stage by stage]
cell and delay (ns):
buf_2 0.26, o211ai_1 0.15, a31oi_1 0.08, clkdlybuf4s50_1 0.40
[layer usage]
| layer | share of wire, % | up-vias | routed length, um |
|---|---|---|---|
| met5 | 0 | - | 0 |
| met4 | 0.78 | 0 | 114 |
| met3 | 12 | 6 | 1750 |
| met2 | 50 | 193 | 7270 |
| met1 | 37 | 1620 | 5400 |
| li1 | - | 1722 | - |
[power by group through the flow]
| stage | clock network [mW] | logic, mW | registers, mW |
|---|---|---|---|
| after CTS | 0 | 0.378 | 0 |
| after global routing | 0.0000000230 | 0.405 | 0 |
| final | 0.0000000230 | 0.373 | 0 |
[cells in the final DEF (no fill, tap or decap), drive strengths merged, types with 6 or more instances in the layout]
cell           instances
nand2b                32
o211ai                25
nor2                  30
a31oi                 27
a21bo                 25
clkdlybuf4s50        288
buf                   10
mux2i                  6
nand2                 11
a22oi                 53
mux2                  28
[worst paths after layout]
path	from	endpoint	slack, ns	cells after the start
max	SEL[1]	DOUT[19]	1.26	6
min	SEL[0]	DOUT[17]	3.23	4
[final cells by class]
| type | instances | area share, % |
|---|---|---|
| repair buffers | 298 | 57.2 |
| multi-input cells | 264 | 39.0 |
| well taps | 147 | 3.56 |
| inverters | 3 | 0.218 |
| diodes | 1 | 0.0485 |
Power figures rest on the tool's default switching activity, not on a simulated workload.
