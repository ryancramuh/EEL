$ cat ./config.mk
export PLATFORM = sky130hd
export DESIGN_NAME = ALU
export DESIGN_NICKNAME = ALU
export VERILOG_FILES = /design/flow/design.v
export SDC_FILE = /design/flow/constraint.sdc
export NUM_CORES = 4
export LEC_CHECK = 1
export CORE_UTILIZATION = 40
$ cat ./constraint.sdc
current_design ALU

set clk_period 25.5
set clk_io_pct 0.2

create_clock -name clk0 -period $clk_period

set non_clock_inputs [all_inputs -no_clocks]
set_input_delay [expr $clk_period * $clk_io_pct] -clock clk0 $non_clock_inputs
set_output_delay [expr $clk_period * $clk_io_pct] -clock clk0 [all_outputs]
$ cat ./design.v
`timescale 1ns/1ps
module ALU #(parameter n = 32)
(
	input [n-1:0] OP_A,
	input [n-1:0] OP_B,
	input [3:0] ALU_FUN,
	output logic ZERO,
	output logic [n-1:0] RESULT	
);
	always_comb begin
		case(ALU_FUN)
			4'b0000: RESULT = OP_A + OP_B;
			4'b1000: RESULT = OP_A - OP_B;
			4'b0110: RESULT = OP_A | OP_B;
			4'b0111: RESULT = OP_A & OP_B;
			4'b0101: RESULT = OP_A >> OP_B;
			4'b0001: RESULT = OP_A << OP_B;
			4'b1101: RESULT = OP_A >>> OP_B;
			4'b0010: RESULT = {31'b0, ($signed(OP_A) < $signed(OP_B))};
			4'b0011: RESULT = {31'b0, ($unsigned(OP_A) < $unsigned(OP_B))};
			4'b1001: RESULT = OP_A;
			default: RESULT = 'b0;
		endcase
	end
	assign ZERO = (RESULT == 0);
endmodule	
$ cat ./run.sh
#!/bin/bash
# OpenROAD 26Q1-2900-gdf79404cd8, Yosys 0.63+post, stock flow scripts
make -C /OpenROAD-flow-scripts/flow DESIGN_CONFIG=/design/flow/config.mk WORK_HOME=/design/flow/orfs finish
==> flow_metrics.env <==
# implementation run metrics
export IMPL_critical_path_startpoint_type="input port"
export IMPL_synth_dominant_cell_count="sky130_fd_sc_hd__nand2_1"
export IMPL_grt_pass1_vias=11334
export IMPL_std_cell_rows=57
export IMPL_postLayoutCellArea_um2=11300
export IMPL_grtUsageTotal_pct=39.8
export IMPL_drt_vias_per_instance=7.01
export IMPL_fin_setup_tns_ns=0
export IMPL_worst_endpoint_arrival_ns=10.98
export IMPL_timing_max_slew_rel_slack_pct=32.2
export IMPL_grt_max_degree=59
export IMPL_top_cells_by_count="135 x sky130_fd_sc_hd__nand2_1, 109 x sky130_fd_sc_hd__nor2_1, 100 x sky130_fd_sc_hd__ha_1"
export IMPL_area_sequential_um2=0
export IMPL_global_route_overflow_total=0
export IMPL_finalPower_uw=250
export IMPL_timing_max_cap_violations=0
export IMPL_setup_violations=0
export IMPL_synth_cell_area_um2=10100
export IMPL_floorplan_core_util_pct=41.1
export IMPL_final_min_clock_period_ns=16.08
export IMPL_yosys_warnings=1
export IMPL_rsz0062_at_grt="false"
export IMPL_ys_cells=1435
export IMPL_average_instance_area_after_synthesis_um2=7.03
export IMPL_placed_cell_area_um2=11300
export IMPL_netlist_area_leader_share_pct=12.7
export IMPL_post_synth_top_area_cell="sky130_fd_sc_hd__mux4_2"
export IMPL_antenna_found_initial=0
export IMPL_clkPwrFrac_pct=0
export IMPL_post_cts_hold_buffer_count=0
export IMPL_cellLeakagePower_uw=0.00448
export IMPL_seq_power_share_pct=0
export IMPL_warning_count=100
export IMPL_sw_frac_of_total_pct=61.8
export IMPL_dr_total_vias=12434
export IMPL_postCtsResizedCells=0
export IMPL_hold_viol_final=0
export IMPL_fp_coreArea_um2=24500
export IMPL_chipWidth_um=161
export IMPL_syn_to_final_growth_pct=11.9
export IMPL_number_of_i_o_port_buffers=101
export IMPL_n_sequential_cell=0
export IMPL_timing_final_crit_share_pct=63.0
export IMPL_dp_hpwl_um=40300
export IMPL_drt_pass1_iterations=6
export IMPL_setup_worst_path_class="in2out"
export IMPL_die_h_um=161
export IMPL_finalWirelength_um=51400
export IMPL_cts_repair_timing_setup_buffer_count=0
export IMPL_dr_first_iter_drc_count=1860
export IMPL_worst_setup_path_end_kind="primary output"
export IMPL_worst_path_max_fanout=35
export IMPL_synth_cell_types=84
export IMPL_avgRoutedWirePerCell_um=29.0
export IMPL_detail_route_antenna_nets=0
export IMPL_intPower_uw=95.4
export IMPL_power_net_switching_uw=154
export IMPL_comb_power_share_pct=100.0
export IMPL_yosys_area_um2=10100
export IMPL_timing_critical_path_required_ns=20.40
export IMPL_grt_pass1_wl_um=75100
export IMPL_diodes=0
export IMPL_timing_fmax_mhz=62.2
export IMPL_fp_dieArea_um2=25900
export IMPL_power_per_cell_area_nw_per_um2=22.1
export IMPL_finalWeightedCongestion=1.11
export IMPL_timing_final_max_slew_violations=0
export IMPL_type_of_the_tightest_min_delay_check="in2out"
export IMPL_clockBufferCount=0
export IMPL_ys_seq_share_pct=0
export IMPL_io_pins=101
export IMPL_run_status="finished clean"
export IMPL_syn_inst=1435
export IMPL_post_route_drc_count=0
export IMPL_timing_worst_slew_pin_value_ns=0.992
export IMPL_ir_worst_vdd_mv=0.0163
export IMPL_post_route_cells_drive_above_1_share_pct=10.2
export IMPL_top_cells_by_area="sky130_fd_sc_hd__mux4_2 13%, sky130_fd_sc_hd__ha_1 12%, sky130_fd_sc_hd__mux2i_1 5.5%, sky130_fd_sc_hd__nand2_1 5.0%, sky130_fd_sc_hd__a21oi_1 4.8%"
power by group through the flow:
stage	clock, µW	combinational (µW)	sequential, µW
global route	0	264	0
CTS	0	242	0
finish	0	250	0
per-layer routing:
metal,vias to the layer above,global-route usage (%),share of wire [%]
met3,92,7.06,11
met1,6003,59.9,43
met2,798,58.6,43
met4,0,11.1,3.6
li1,5541,-,-
met5,-,0,0
critical path, stage by stage:
cell and delay, ns:
sky130_fd_sc_hd__clkdlybuf4s50_1 0.46, sky130_fd_sc_hd__buf_4 0.34, sky130_fd_sc_hd__clkinv_1 0.47, sky130_fd_sc_hd__ha_1 0.66, sky130_fd_sc_hd__nor2b_1 0.13, sky130_fd_sc_hd__a2111oi_1 0.52, sky130_fd_sc_hd__a211oi_1 0.32, sky130_fd_sc_hd__a2111o_1 0.56
sky130_fd_sc_hd__a21o_1 0.23, sky130_fd_sc_hd__a21oi_1 0.19, sky130_fd_sc_hd__o221ai_1 0.15, sky130_fd_sc_hd__a2111oi_0 0.54, sky130_fd_sc_hd__or4b_1 0.51, sky130_fd_sc_hd__nor4_2 0.26, sky130_fd_sc_hd__clkdlybuf4s50_1 0.51
placed cells by master, fill, tap and decap left out, types with 7 or more instances in the layout:
| master | netlist | layout |
|---|---|---|
| sky130_fd_sc_hd__mux2i_1 | 55 | 55 |
| sky130_fd_sc_hd__o31a_1 | 7 | 7 |
| sky130_fd_sc_hd__a21oi_1 | 97 | 97 |
| sky130_fd_sc_hd__inv_1 | 94 | 94 |
| sky130_fd_sc_hd__o221ai_1 | 9 | 9 |
| sky130_fd_sc_hd__o22ai_1 | 9 | 9 |
| sky130_fd_sc_hd__nor3_1 | 48 | 48 |
| sky130_fd_sc_hd__and3_1 | 16 | 16 |
| sky130_fd_sc_hd__nand2b_1 | 18 | 18 |
| sky130_fd_sc_hd__buf_4 | 2 | 38 |
| sky130_fd_sc_hd__a211oi_1 | 27 | 27 |
| sky130_fd_sc_hd__a31oi_1 | 14 | 14 |
| sky130_fd_sc_hd__clkdlybuf4s50_1 | 0 | 96 |
| sky130_fd_sc_hd__nor2_1 | 109 | 109 |
| sky130_fd_sc_hd__nand2_1 | 135 | 135 |
| sky130_fd_sc_hd__o31ai_1 | 11 | 11 |
| sky130_fd_sc_hd__o21bai_1 | 11 | 11 |
| sky130_fd_sc_hd__a21o_1 | 17 | 17 |
| sky130_fd_sc_hd__mux2_2 | 23 | 23 |
| sky130_fd_sc_hd__o21ai_0 | 85 | 85 |
| sky130_fd_sc_hd__o211ai_1 | 26 | 26 |
| sky130_fd_sc_hd__and2_1 | 10 | 10 |
| sky130_fd_sc_hd__o21a_1 | 8 | 8 |
| sky130_fd_sc_hd__or3_1 | 14 | 14 |
| sky130_fd_sc_hd__a22o_1 | 15 | 15 |
| sky130_fd_sc_hd__a221o_1 | 9 | 9 |
| sky130_fd_sc_hd__nor2b_1 | 14 | 14 |
| sky130_fd_sc_hd__ha_1 | 100 | 100 |
| sky130_fd_sc_hd__a211o_1 | 11 | 11 |
| sky130_fd_sc_hd__or4_1 | 7 | 7 |
| sky130_fd_sc_hd__mux4_2 | 57 | 57 |
| sky130_fd_sc_hd__nor4_1 | 14 | 13 |
| sky130_fd_sc_hd__a221oi_1 | 16 | 16 |
| sky130_fd_sc_hd__o311ai_0 | 7 | 7 |
| sky130_fd_sc_hd__nand3_1 | 55 | 55 |
| sky130_fd_sc_hd__a22oi_1 | 10 | 10 |
| sky130_fd_sc_hd__a2111oi_0 | 13 | 13 |
| sky130_fd_sc_hd__nand4_1 | 18 | 18 |
worst paths after layout:
| check | startpoint | endpoint | slack [ns] | depth (start not counted) |
|---|---|---|---|---|
| max | OP_B[4] | ZERO | 9.42 | 15 |
| min | OP_B[3] | RESULT[2] | 11.34 | 5 |
cells by family (layout without fill, tap and decap cells):
family,count (synthesis),in the layout,synth area share [%]
AND/OR/NAND/NOR,498,498,24.5
XOR/XNOR,6,6,0.521
buffers and inverters,219,235,8.56
AND-OR/OR-AND,475,475,32.9
multiplexers,135,135,20.8
adder cells (fa/ha/maj),102,102,12.8
metrics by stage:
stage,std cells,hold slack [ns],setup WS [ns],utilization (%)
2_1_floorplan,1435,10.41,11.30,-
3_3_place_gp,1775,11.35,9.70,46.0
3_5_place_dp,1775,11.33,9.59,46.0
4_1_cts,1775,11.33,9.58,46.0
5_1_grt,1775,11.37,9.19,46.0
6_report,1775,11.34,9.42,46.0
area by class of cell:
class | instances | area (µm²)
timing repair buffer | 138 | 1270
multi-input combinational | 1216 | 9250
tap | 324 | 405
fill | 2602 | 13300
inverter | 97 | 364
Power figures rest on the tool's default switching activity, not on a simulated workload.
