## flow/design.v

```verilog
`timescale 1ns/1ps
module REG_FILE(
    input CLK,
    input [4:0] ADDR1,
    input [4:0] ADDR2,
    input [4:0] W_ADDR,
    input W_EN,
    input [31:0] W_DATA,
    output logic [31:0] RS1,
    output logic [31:0] RS2
);
    logic [31:0] reg_32x32 [0:31];
    always_comb begin  
        if(ADDR1 != 5'b00000) begin
            RS1 = reg_32x32[ADDR1];
        end
        else begin
            RS1 = 32'b0;
        end
        if(ADDR2 != 5'b00000) begin
            RS2 = reg_32x32[ADDR2];
        end
        else begin
            RS2 = 32'b0;
        end
    end
    always_ff@(posedge CLK) begin  
        if(W_EN) begin
            reg_32x32[W_ADDR] <= W_DATA;
        end
        else begin
            reg_32x32[W_ADDR] <= reg_32x32[W_ADDR];
        end
    end
endmodule
```

## flow/run.sh

```bash
#!/bin/bash
# OpenROAD 26Q1-2900-gdf79404cd8, Yosys 0.63+post, stock flow scripts
make -C /OpenROAD-flow-scripts/flow DESIGN_CONFIG=/design/flow/config.mk WORK_HOME=/design/flow/orfs finish
```

## flow/config.mk

```make
export PLATFORM = sky130hd
export DESIGN_NAME = REG_FILE
export DESIGN_NICKNAME = REG_FILE
export VERILOG_FILES = /design/flow/design.v
export SDC_FILE = /design/flow/constraint.sdc
export NUM_CORES = 4
export LEC_CHECK = 1
export CORE_UTILIZATION = 30
```

## flow/constraint.sdc

```tcl
current_design REG_FILE

set clk_period 5.7
set clk_io_pct 0.2

create_clock -name clk0 -period $clk_period [get_ports {CLK}]

set non_clock_inputs [all_inputs -no_clocks]
set_input_delay [expr $clk_period * $clk_io_pct] -clock clk0 $non_clock_inputs
set_output_delay [expr $clk_period * $clk_io_pct] -clock clk0 [all_outputs]
```

==> Flow_metrics.wiki <==
== Flow metrics ==
{| class="wikitable"
! Metric !! Value
|-
| Number of warnings printed during yosys synthesis || 1
|-
| Overflow after GRT || 0
|-
| Number of vias in the routed layout || 26.4k
|-
| Number of cells in Yosys stat || 2,400
|-
| Result of the run || completed
|-
| Worst hold path type || in2reg
|-
| Pin count of the biggest net entering global routing || around 64
|-
| Top library cells by usage in the layout, fill and taps aside || sky130_fd_sc_hd__edfxtp_1 (1,024), sky130_fd_sc_hd__mux4_2 (425), sky130_fd_sc_hd__mux2i_1 (183)
|-
| Number of top-level pins || 113
|-
| Post-Synthesis Cells || approximately 2.4k
|-
| Clk pin slew, worst setup/hold paths || around 60 ps
|-
| Final-report setup violation count || 0
|-
| Post-synthesis instance area || 47,000 µm²
|-
| Combined flip-flop and latch cell area || a little over 30,000 µm²
|-
| Min cycle time layout || ~5300 ps
|-
| Share of the clock period used by the worst path after layout || 93.8%
|-
| Final worst setup slack || approximately 350 ps
|-
| Final Wtd Congestion || a little over 0.9
|-
| Transition time at the pin with the least slew margin || about 1100 ps
|-
| Maximum level of the CTS H-tree || 3
|-
| Hold_sp || W_DATA[21]
|-
| Hpwl dp || between 90,000 and 100,000 µm
|-
| TritonCTS Sinks || about 1k
|-
| Vias in the first global route || 29.4k
|-
| Area of the synthesized netlist per yosys stat || 47,000 µm²
|-
| Via count normalized by instance count || roughly 5.6
|-
| Data arrival time of the critical path || 4210 ps
|-
| Setup CP Type || in2out
|-
| Leakage power summed over all cells || around 18 nW
|-
| Buffer depth of the longest clock path || 3
|-
| Data required time at the worst endpoint || roughly 4600 ps
|-
| Layout area overhead || 18.1%
|-
| Number of DRC markers in iteration 0 || approximately 1.6k
|-
| Count of input and output buffers || between 100 and 150
|-
| GRT Util Overall || about a fifth
|-
| Worst voltage drop across the vdd grid || 0.250 mV
|-
| DRT Pass-1 Iters || 5
|-
| Capturing element type of the critical path || output port
|-
| Hold depth || 2
|-
| Primary FF master, synth || sky130_fd_sc_hd__edfxtp_1
|-
| Residual DRC count || 0
|-
| Number of enable-type register cells in the synthesized netlist || a little over 1k
|-
| End of the worst hold path || reg_32x32[17][21]
|-
| Rel. slew slack || between 20% and 30%
|-
| Setup repair after global routing missed its margin || no
|-
| Post-Synthesis Mean Instance Area || 19.6 µm²
|-
| Pre-CTS setup slack || -361 ps
|-
| Async SR Flop Fraction || 0%
|-
| Wire length of the first global-routing pass || ~210,000 µm
|-
| Power density relative to cell area || between 300 and 400 nW/µm²
|-
| TritonCTS clock tree || built
|-
| Horizontal die dimension || between 300 and 400 µm
|-
| Placed Instance Area || between 50,000 and 60,000 µm²
|-
| Largest Register || reg_32x32
|-
| Dominant logic cell type in the layout || sky130_fd_sc_hd__edfxtp_1
|-
| Area of the core || approximately 150,000 µm²
|-
| Multi-input combinational cell area || between 15,000 and 20,000 µm²
|-
| Count of filler cells inserted in the layout || between 10k and 15k
|-
| Sequential cell area fraction in the yosys report || roughly 65%
|-
| TritonCTS Buffers || about 110
|-
| Final std cell area, no fill || 55,500 µm²
|-
| Kind of start point of the critical path || primary input
|-
| Die ar. || 158,000 µm²
|-
| Largest register FFs || ~1k
|-
| Fmax || approximately 0.19 GHz
|-
| Largest fanout on the critical path || 31
|-
| Routed length per instance || ~31 µm
|-
| Antenna Violating Nets Remaining || 0
|-
| Die Span Y || 398 µm
|-
| Wirelength, routed || between 100,000 and 150,000 µm
|-
| Max-slew violation count || 0
|-
| Initial antenna violation count || 9
|-
| Yosys cell types || about 40
|-
| Number of synthesized register bits || roughly 1.0k
|-
| Fraction of final layout cells with drive strength greater than 1 || between 30% and 40%
|-
| Standard-cell row count || approximately 140
|-
| Root Driver || sky130_fd_sc_hd__clkbuf_16
|-
| Final hold violation count || 0
|-
| Max cap viols || 0
|-
| FP Core Util || between 30% and 40%
|-
| OpenROAD warnings || 26
|-
| Registers with the most flip-flops || reg_32x32: 1024 flops
|}
## Yosys cell counts, types with 2 or more instances
cell type	count	area (µm²)
sky130_fd_sc_hd__a211o_1	23	201
sky130_fd_sc_hd__nand2_1	65	244
sky130_fd_sc_hd__a211oi_1	47	353
sky130_fd_sc_hd__mux2_2	5	56.3
sky130_fd_sc_hd__mux4_2	425	9570
sky130_fd_sc_hd__nand2b_1	3	18.8
sky130_fd_sc_hd__and2_1	13	81.3
sky130_fd_sc_hd__a221oi_1	23	201
sky130_fd_sc_hd__nand3b_1	7	52.6
sky130_fd_sc_hd__nor3_1	32	160
sky130_fd_sc_hd__a32o_1	9	90.1
sky130_fd_sc_hd__o22ai_1	55	344
sky130_fd_sc_hd__buf_1	7	26.3
sky130_fd_sc_hd__clkbuf_1	104	390
sky130_fd_sc_hd__edfxtp_1	1024	30700
sky130_fd_sc_hd__a2111oi_0	31	272
sky130_fd_sc_hd__nor2_1	35	131
sky130_fd_sc_hd__a21oi_1	46	230
sky130_fd_sc_hd__a22o_1	62	543
sky130_fd_sc_hd__mux2_1	19	214
sky130_fd_sc_hd__mux2i_1	183	1830
sky130_fd_sc_hd__nor2b_1	8	50.1
sky130_fd_sc_hd__o221ai_1	31	272
sky130_fd_sc_hd__or3b_1	2	17.5
sky130_fd_sc_hd__buf_4	20	150
sky130_fd_sc_hd__buf_6	12	135
sky130_fd_sc_hd__nor4_1	9	56.3
sky130_fd_sc_hd__or3b_2	3	26.3
sky130_fd_sc_hd__buf_2	58	290
sky130_fd_sc_hd__or3_1	2	12.5
sky130_fd_sc_hd__inv_1	25	93.8
sky130_fd_sc_hd__nand3_1	4	20.0
## per-layer routing
metal / part of all wire [%] / up-vias / track usage (%)
met1: 31 / 13300 / 20.5
met4: 2.6 / 23 / 4.11
li1: - / 10900 / -
met5: 0.25 / - / 1.66
met2: 46 / 1968 / 29.8
met3: 20 / 251 / 18.6
## repair_timing
| action | CTS | global route |
|---|---|---|
| hold buffers | 0 | 0 |
| setup buffers | 0 | 0 |
| endpoints found under the hold margin | 0 | 0 |
| gates resized | 6 | 4 |
| endpoints found under the setup margin | 6 | 11 |
| pin swaps | 0 | 2 |
## where the power goes
part	switching, mW	total (mW)	internal, mW
Sequential	0.0352	8.41	8.38
Clock	2.88	7.00	4.12
Combinational	0.889	1.59	0.697
## cell type report
type                    instances  share of cell area (%)
repair buffers                308                    5.54
inverters                      25                   0.178
flip-flops and latches       1024                    55.4
clock buffers                 128                    4.97
diodes                          1                 0.00451
clock inverters                67                    1.36
multi-input cells            1150                    27.9
well taps                    2044                    4.61
## stage by stage
step	power (mW)	utilization, %	instances	setup TNS, ps	hold slack [ps]
2_1_floorplan	9.37	-	2400	0	1240
3_3_place_gp	10.2	33.5	4551	-598	1970
3_5_place_dp	10.2	33.5	4551	-838	1970
4_1_cts	17.1	35.8	4746	0	1250
5_1_grt	17.5	35.8	4746	0	1290
6_report	17.0	35.8	4747	0	1270
## logic make-up after synthesis
group / count (synthesis) / share of synthesized area [%]
DFF: 1024 / 65.5
muxes: 632 / 24.9
AOI/OAI and AO/OA: 331 / 5.41
buffers and inverters: 226 / 2.31
and+or+nand+nor: 187 / 1.94
## critical path, cell delays in order
cell,delay (ps)
sky130_fd_sc_hd__buf_4,480
sky130_fd_sc_hd__or3b_2,510
sky130_fd_sc_hd__buf_4,300
sky130_fd_sc_hd__o22ai_1,230
sky130_fd_sc_hd__a2111oi_0,100
sky130_fd_sc_hd__nor3_1,660
sky130_fd_sc_hd__buf_4,250
sky130_fd_sc_hd__clkdlybuf4s50_1,470
## worst max path at each step
stage     slack, ps     start  endpoint
4_1_cts          10  ADDR1[3]    RS1[2]
5_1_grt         290  ADDR1[2]    RS1[3]
6_report        350  ADDR1[1]    RS1[9]
Power and IR drop assume default switching activity.
